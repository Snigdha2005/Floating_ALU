==> design/flow/design.v <==
module mult(a, b, result);
parameter width = 32;
input [width-1:0] a, b;
output [width-1:0] result;
wire sign_a, sign_b, sign_result;
wire [7:0] exp_a, exp_b, exp, exp_result;
wire [23:0] mant_a, mant_b, mant_result;
wire [47:0] mant;
wire [22:0] rounded_mantissa;
wire underflow, overflow, is_denorm_a, is_denorm_b;
wire guard, round_bit, sticky;
reg [7:0] final_exp;
assign sign_a = a[width-1];            
assign sign_b = b[width-1];            
assign exp_a = a[30:23];               
assign exp_b = b[30:23];               
assign is_denorm_a = (exp_a == 8'b0);  
assign is_denorm_b = (exp_b == 8'b0);  
assign mant_a = is_denorm_a ? {1'b0, a[22:0]} : {1'b1, a[22:0]};   
assign mant_b = is_denorm_b ? {1'b0, b[22:0]} : {1'b1, b[22:0]};   
assign mant = mant_a * mant_b;         
assign exp = (is_denorm_a ? 8'b1 : exp_a) + (is_denorm_b ? 8'b1 : exp_b) - 8'd127;  
assign sign_result = sign_a ^ sign_b;  
assign mant_result = mant[47] ? mant[46:24] : mant[45:23];   
assign exp_result = mant[47] ? exp + 1 : exp;                
assign guard = mant[23];              
assign round_bit = mant[22];          
assign sticky = |mant[21:0];          
assign rounded_mantissa = (guard && (round_bit || sticky)) ? mant_result + 1 : mant_result;  
always @(*) begin
    if (rounded_mantissa == 24'b100000000000000000000000) begin   
        final_exp = exp_result + 1;         
    end else begin
        final_exp = exp_result;             
    end
end
assign overflow = (final_exp >= 8'd255);    
assign underflow = (final_exp <= 8'b0);     
assign result = (a == 32'b0 || b == 32'b0) ? 32'b0 :               
                overflow ? {sign_result, 8'hFF, 23'b0} :           
                underflow ? {sign_result, 8'b0, rounded_mantissa[22:0]} :  
                {sign_result, final_exp[7:0], rounded_mantissa[22:0]};     
endmodule
==> design/flow/run.sh <==
#!/bin/bash
# OpenROAD 26Q1-2900-gdf79404cd8, Yosys 0.63+post, stock flow scripts
make -C /OpenROAD-flow-scripts/flow DESIGN_CONFIG=/design/flow/config.mk WORK_HOME=/design/flow/orfs finish
==> design/flow/config.mk <==
export PLATFORM = sky130hd
export DESIGN_NAME = mult
export DESIGN_NICKNAME = mult
export VERILOG_FILES = /design/flow/design.v
export SDC_FILE = /design/flow/constraint.sdc
export NUM_CORES = 4
export LEC_CHECK = 1
export CORE_UTILIZATION = 30
==> design/flow/constraint.sdc <==
current_design mult

set clk_period 47.8
set clk_io_pct 0.2

create_clock -name clk0 -period $clk_period

set non_clock_inputs [all_inputs -no_clocks]
set_input_delay [expr $clk_period * $clk_io_pct] -clock clk0 $non_clock_inputs
set_output_delay [expr $clk_period * $clk_io_pct] -clock clk0 [all_outputs]
==> run_summary.xml <==
<?xml version="1.0" encoding="UTF-8"?>
<metrics>
  <group name="global_route">
    <metric name="grt_usage" unit="%">17.39</metric>
    <metric name="grt_overflow" unit="">0</metric>
    <metric name="grt_max_degree" unit="">44</metric>
    <metric name="first_global_vias" unit="">17840</metric>
    <metric name="grt_pass1_wl" unit="mm">97.19</metric>
    <metric name="antenna_found_initial" unit="">1</metric>
  </group>
  <group name="drt">
    <metric name="number_of_vias_after_detailed_routing" unit="">16910</metric>
    <metric name="first_iter_violations" unit="">706</metric>
    <metric name="dr.pass1.iters" unit="">5</metric>
    <metric name="wirelength" unit="mm">57.95</metric>
    <metric name="antenna-diode-count" unit="">0</metric>
    <metric name="ant_nets" unit="">0</metric>
    <metric name="route.detailed.drc" unit="">0</metric>
    <metric name="detail_route.wl_per_cell" unit="um">16.51</metric>
    <metric name="viasPerCell" unit="">4.819</metric>
  </group>
  <group name="run_status">
    <metric name="outcome" unit="">complete, no violations</metric>
  </group>
  <group name="layout">
    <metric name="final_layout_size_suffix_gt1_share" unit="%">3.776</metric>
    <metric name="area.sequential" unit="sq um">0</metric>
    <metric name="final_cell_mix" unit="">sky130_fd_sc_hd__inv_1 (534), sky130_fd_sc_hd__fa_1 (483), sky130_fd_sc_hd__nand2_1 (440), sky130_fd_sc_hd__and2_1 (219), sky130_fd_sc_hd__ha_1 (189)</metric>
    <metric name="final.clkbuf_count" unit="">0</metric>
    <metric name="flops" unit="">0</metric>
    <metric name="final.fill_count" unit="">7285</metric>
    <metric name="mostFrequentLayoutCell" unit="">sky130_fd_sc_hd__inv_1</metric>
    <metric name="signed_area_change_from_the_synthesized_netlist_to_the_final_layout" unit="%">8.931</metric>
  </group>
  <group name="placement">
    <metric name="dpl.hpwl" unit="mm">47.26</metric>
    <metric name="replace_congestion" unit="">0.9268</metric>
    <metric name="portBuffers" unit="">96</metric>
  </group>
  <group name="worst_hold_path">
    <metric name="hp-class" unit="">input pin to output port</metric>
    <metric name="holdPathStages" unit="">4</metric>
    <metric name="hold_start" unit="">a[31]</metric>
    <metric name="min_delay_worst_endpoint" unit="">result[31]</metric>
  </group>
  <group name="cts">
    <metric name="postCtsResizedCells" unit="">0</metric>
    <metric name="ctsHoldBuffers" unit="">0</metric>
    <metric name="post-cts-setup-buffers" unit="">0</metric>
  </group>
  <group name="yosys">
    <metric name="ys_cells" unit="">2573</metric>
    <metric name="postSynthSeqShare" unit="%">0</metric>
    <metric name="synthesis.area_per_instance" unit="sq um">8.320</metric>
    <metric name="post_synth_inst_count" unit="">2573</metric>
    <metric name="synth-area-yosys" unit="sq um">21410</metric>
    <metric name="cell_area_after_synthesis" unit="sq um">21410</metric>
    <metric name="post_synth_num_cell_types" unit="">85</metric>
    <metric name="synth_warnings" unit="">1</metric>
  </group>
  <group name="setup_path">
    <metric name="slowest_delay" unit="ps">570</metric>
    <metric name="critical_path_required" unit="ps">38240</metric>
    <metric name="cpMaxStageDelayCell" unit="">sky130_fd_sc_hd__a211oi_1</metric>
    <metric name="cpMostUsedCell" unit="">sky130_fd_sc_hd__fa_1</metric>
    <metric name="critical_path_arrival" unit="ps">19160</metric>
    <metric name="critical_path_class" unit="">input pin to output port</metric>
    <metric name="cp_max_fo" unit="">43</metric>
    <metric name="crit_path_end_kind" unit="">output port</metric>
    <metric name="start_kind" unit="">input pin</metric>
  </group>
  <group name="floorplanning">
    <metric name="die-height" unit="um">269.1</metric>
    <metric name="boundaryPins" unit="">96</metric>
    <metric name="floorplan.initialDensity" unit="%">30.46</metric>
    <metric name="chip_area" unit="sq um">72430</metric>
    <metric name="floorplan.core_area" unit="sq um">70270</metric>
    <metric name="placementRows" unit="">97</metric>
    <metric name="die_w" unit="um">269.1</metric>
  </group>
  <group name="final_timing">
    <metric name="setup-violations-final" unit="">0</metric>
    <metric name="final_min_period_over_clock_period" unit="%">60.08</metric>
    <metric name="max_slew_margin" unit="%">28.26</metric>
    <metric name="max_freq" unit="GHz">0.03482</metric>
    <metric name="setup-tns-final" unit="ps">0</metric>
    <metric name="final.min_clock_period" unit="ps">28720</metric>
    <metric name="timing_max_transition_violations_final" unit="">0</metric>
    <metric name="grt_setup_unrepaired" unit="">no</metric>
    <metric name="hold_viol_final" unit="">0</metric>
    <metric name="max_slew.worst_pin.slew" unit="ps">1066</metric>
    <metric name="final.hold.worst_slack" unit="ps">20190</metric>
  </group>
  <group name="run">
    <metric name="timing.max_cap.violations" unit="">0</metric>
    <metric name="tool_warnings" unit="">32</metric>
  </group>
</metrics>
==> final cells by class <==
| class | instances | area [sq um] | share of cell area [%] |
|---|---|---|---|
| repair buffers | 153 | 1389 | 5.956 |
| well taps | 940 | 1176 | 5.044 |
| inverters | 534 | 2004 | 8.596 |
| multi-input cells | 1882 | 18750 | 80.40 |
==> cell usage after synthesis (24+ instances only) <==
library cell	n	area (sq um)
sky130_fd_sc_hd__clkbuf_1	129	484.2
sky130_fd_sc_hd__o21ai_0	39	195.2
sky130_fd_sc_hd__nand3_1	24	120.1
sky130_fd_sc_hd__xnor2_1	38	332.8
sky130_fd_sc_hd__ha_1	189	2365
sky130_fd_sc_hd__fa_1	483	9669
sky130_fd_sc_hd__nand2_1	440	1652
sky130_fd_sc_hd__inv_1	534	2004
sky130_fd_sc_hd__a21oi_1	82	410.4
sky130_fd_sc_hd__nand4_1	31	193.9
sky130_fd_sc_hd__and2_1	219	1370
sky130_fd_sc_hd__nor2_1	61	229.0
==> cells by family after synthesis <==
group                      count (synthesis)  synth area share [%]
AOI/OAI and AO/OA                        270                 8.662
and+or+nand+nor                          872                 19.70
muxes                                      9                0.4500
xor gates and xnor gates                  59                 2.502
adders and majority gates                672                 56.22
buffers and inverters                    691                 12.47
==> metal layers <==
metal	track usage, %	share of wire [%]	up-vias
li1	-	-	7857
met3	6.636	9.9	38
met5	0.7237	0.14	-
met4	1.023	0.69	4
met1	26.10	45	8344
met2	25.62	44	666
==> critical path, delay by kind of cell <==
family	cells	cell delay, ps
adders and majority gates	9	4040
buffers and inverters	9	1920
AOI/OAI and AO/OA	7	1890
and+or+nand+nor	8	1740
==> metrics by stage <==
step / instances / utilization [%] / setup WS, ps / instance area (sq um)
floorplan: 2573 / - / 20770 / 21410
global placement: 3509 / 33.18 / 19290 / 23320
detailed placement: 3509 / 33.18 / 19170 / 23320
CTS: 3509 / 33.18 / 19130 / 23320
global route: 3509 / 33.18 / 18610 / 23320
finish: 3509 / 33.18 / 19080 / 23320
==> worst max-delay path by stage <==
stage	to	from	slack, ps
global route	result[22]	a[29]	18610
CTS	result[22]	a[29]	19130
finish	result[22]	a[29]	19080
